$ cat design/flow/run.sh
#!/bin/bash
# OpenROAD 26Q1-2900-gdf79404cd8, Yosys 0.63+post, stock flow scripts
make -C /OpenROAD-flow-scripts/flow DESIGN_CONFIG=/design/flow/config.mk WORK_HOME=/design/flow/orfs finish
$ cat design/flow/config.mk
export PLATFORM = sky130hd
export DESIGN_NAME = cp0
export DESIGN_NICKNAME = cp0
export VERILOG_FILES = /design/flow/design.v
export SDC_FILE = /design/flow/constraint.sdc
export NUM_CORES = 4
export LEC_CHECK = 1
export CORE_UTILIZATION = 40
$ cat design/flow/constraint.sdc
current_design cp0

set clk_period 15.3
set clk_io_pct 0.2

create_clock -name clk0 -period $clk_period [get_ports {clk}]

set non_clock_inputs [all_inputs -no_clocks]
set_input_delay [expr $clk_period * $clk_io_pct] -clock clk0 $non_clock_inputs
set_output_delay [expr $clk_period * $clk_io_pct] -clock clk0 [all_outputs]
$ cat design/flow/design.v
`timescale 1ns / 1ps
module cp0(
	input wire clk,    
	input wire [1:0] oper,   
	input wire [4:0] addr_r,  
	output reg [31:0] data_r,  
	input wire [4:0] addr_w,  
	input wire [31:0] data_w,  
	input wire rst,   
	input wire ir_en,  
	input wire ir_in,  
	input wire [31:0] ret_addr,  
	output reg jump_en,   
	output reg [31:0] jump_addr   
    );
	reg[31:0] cp_reg[0:31];
	wire ir;
	reg eret;
	reg ir_wait = 0;
	reg ir_valid = 1;
localparam
	PC_NEXT    = 0,
	PC_JUMP    = 1,
	PC_JR      = 2,
	PC_BEQ     = 4,
	PC_BNE     = 5;
localparam
	EXE_A_RS     = 0,
	EXE_A_SA     = 1,
	EXE_A_LINK   = 2,
	EXE_A_BRANCH = 3;
localparam
	EXE_B_RT     = 0,
	EXE_B_IMM    = 1,
	EXE_B_LINK   = 2,
	EXE_B_BRANCH = 3;
localparam
	EXE_ALU_ADD    = 0,
	EXE_ALU_SUB    = 1,
	EXE_ALU_SLT    = 2,
	EXE_ALU_LUI    = 3,
	EXE_ALU_AND    = 4,
	EXE_ALU_OR     = 5,
	EXE_ALU_XOR    = 6,
	EXE_ALU_NOR    = 7,
	EXE_ALU_SL     = 8,
	EXE_ALU_SR     = 9;
localparam
	WB_ADDR_RD    = 0,
	WB_ADDR_RT    = 1,
	WB_ADDR_LINK  = 2;
localparam
	WB_DATA_ALU   = 0,
	WB_DATA_MEM   = 1;
localparam
	PC_RESET  = 32'h0000_0000;
localparam   
	INST_R          = 6'b000000,   
	R_FUNC_SLL      = 6'b000000,
	R_FUNC_SRL      = 6'b000010,   
	R_FUNC_SRA      = 6'b000011,
	R_FUNC_SLLV     = 6'b000100,
	R_FUNC_SRLV     = 6'b000110,   
	R_FUNC_SRAV     = 6'b000111,
	R_FUNC_JR       = 6'b001000,
	R_FUNC_JALR     = 6'b001001,
	R_FUNC_ADD      = 6'b100000,
	R_FUNC_ADDU     = 6'b100001,
	R_FUNC_SUB      = 6'b100010,
	R_FUNC_SUBU     = 6'b100011,
	R_FUNC_AND      = 6'b100100,
	R_FUNC_OR       = 6'b100101,
	R_FUNC_XOR      = 6'b100110,
	R_FUNC_NOR      = 6'b100111,
	R_FUNC_SLT      = 6'b101010,
	R_FUNC_SLTU     = 6'b101011,
	INST_J          = 6'b000010,
	INST_JAL        = 6'b000011,
	INST_BEQ        = 6'b000100,
	INST_BNE        = 6'b000101,
	INST_ADDI       = 6'b001000,
	INST_ADDIU      = 6'b001001,
	INST_SLTI       = 6'b001010,
	INST_SLTIU      = 6'b001011,
	INST_ANDI       = 6'b001100,
	INST_ORI        = 6'b001101,
	INST_XORI       = 6'b001110,
	INST_LUI        = 6'b001111,
	INST_CP0        = 6'b010000,   
	CP_FUNC_MF     = 4'b0000,
	CP_FUNC_MT     = 4'b0100,
	CP0_CO_ERET     = 6'b011000,
	INST_LW         = 6'b100011,
	INST_SW         = 6'b101011;
localparam
	GPR_ZERO = 0,
	GPR_AT = 1,
	GPR_V0 = 2,
	GPR_V1 = 3,
	GPR_A0 = 4,
	GPR_A1 = 5,
	GPR_A2 = 6,
	GPR_A3 = 7,
	GPR_T0 = 8,
	GPR_T1 = 9,
	GPR_T2 = 10,
	GPR_T3 = 11,
	GPR_T4 = 12,
	GPR_T5 = 13,
	GPR_T6 = 14,
	GPR_T7 = 15,
	GPR_S0 = 16,
	GPR_S1 = 17,
	GPR_S2 = 18,
	GPR_S3 = 19,
	GPR_S4 = 20,
	GPR_S5 = 21,
	GPR_S6 = 22,
	GPR_S7 = 23,
	GPR_T8 = 24,
	GPR_T9 = 25,
	GPR_K0 = 26,
	GPR_K1 = 27,
	GPR_GP = 28,
	GPR_SP = 29,
	GPR_FP = 30,
	GPR_RA = 31;
localparam
	CP0_EPCR = 2,
	CP0_EHBR = 3;
localparam
	EXE_CP_NONE = 0,
	EXE_CP0_STORE = 1,
	EXE_CP0_LOAD = 2,
	EXE_CP0_ERET = 3;
	 always @ (*) begin
		eret <= 0;
		if(oper == EXE_CP0_ERET)
			eret <= 1;
	 end
	 always @ (posedge clk) begin
		if(rst)
			ir_wait <= 0;
		else if(ir_in)
			ir_wait <= 1;
		else if(eret)
			ir_wait <= 0;
	end
	always @ (posedge clk) begin
		if(rst)
			ir_valid <= 1;
		else if(eret)
			ir_valid <= 1;
		else if(ir)
			ir_valid <= 0;  
	end
	assign ir = ir_en & ir_wait & ir_valid;
	always@(posedge clk) begin
	    case(oper)
		     EXE_CP0_STORE: begin
			      if( addr_w == CP0_EHBR)
				      cp_reg[addr_w] <= data_w;
			  end
			  default: begin
			      if(ir)
				      cp_reg[CP0_EPCR] <= ret_addr;
			  end
		 endcase
	end
	always@(*) begin
	    data_r <= cp_reg[addr_r];
	end
	always@(*) begin
	   jump_addr <= 0;
		jump_en <= 0;
	   if(oper == EXE_CP0_ERET) begin
		   jump_addr <= cp_reg[CP0_EPCR];
			jump_en <= 1;
			end
		else if(ir) begin
		   jump_addr <= cp_reg[CP0_EHBR];
		   jump_en <= 1;
      end
	end
endmodule
==> flow_results.xml <==
<?xml version="1.0" encoding="UTF-8"?>
<metrics>
  <group name="floorplan">
    <metric name="core-area" unit="sq um">100000</metric>
    <metric name="floorplan.die.width" unit="um">320</metric>
    <metric name="num_io_pins" unit="">145</metric>
    <metric name="placementRows" unit="">116</metric>
    <metric name="initial_utilization" unit="%">40.4</metric>
    <metric name="dieHeight" unit="um">320</metric>
    <metric name="die_area" unit="sq um">102000</metric>
  </group>
  <group name="pwr">
    <metric name="part_of_the_power_in_the_clock_network" unit="%">39.2</metric>
    <metric name="p_int" unit="mW">4.90</metric>
    <metric name="peakVddDrop" unit="mV">0.0935</metric>
    <metric name="power_density" unit="nW/um^2">125</metric>
    <metric name="pwr-share-seq" unit="%">53.8</metric>
    <metric name="p_sw_share" unit="%">21.3</metric>
    <metric name="leakagePower" unit="nW">19.8</metric>
    <metric name="combPwrFrac" unit="%">7.0</metric>
    <metric name="total_design_power" unit="mW">6.23</metric>
    <metric name="switching_power" unit="mW">1.33</metric>
  </group>
  <group name="layout">
    <metric name="largest_register_ffs" unit="">1024</metric>
    <metric name="final_cell_count_no_fill" unit="">4767</metric>
    <metric name="regArea" unit="sq um">30800</metric>
    <metric name="nFillCells" unit="">8447</metric>
    <metric name="combined_area_of_the_multi_input_logic_cells" unit="sq um">12500</metric>
    <metric name="post_route_cells_drive_above_1_share" unit="%">6.46</metric>
    <metric name="postLayoutCellArea" unit="sq um">50000</metric>
    <metric name="post_layout_utilization_of_the_core" unit="%">49.9</metric>
    <metric name="syn_to_final_growth" unit="%">23.6</metric>
  </group>
  <group name="final_timing">
    <metric name="max_slew_margin" unit="%">42.0</metric>
    <metric name="post-route-period-util" unit="%">65.8</metric>
    <metric name="tightestPinTransition" unit="ns">0.868</metric>
    <metric name="grt_setup_unrepaired" unit="">false</metric>
    <metric name="final.setup_skew" unit="ns">0.0383</metric>
    <metric name="max_clock_freq" unit="MHz">99.3</metric>
    <metric name="setup-violations-final" unit="">0</metric>
    <metric name="setup_ws" unit="ns">5.23</metric>
    <metric name="totalNegativeSetupSlack" unit="ns">0</metric>
    <metric name="fin_hold_ws" unit="ns">0.476</metric>
    <metric name="slew_viol_final" unit="">0</metric>
    <metric name="final_hold_viol_count" unit="">0</metric>
    <metric name="fin_crit" unit="ns">10.07</metric>
  </group>
  <group name="synthesis">
    <metric name="yosysChipArea" unit="sq um">40400</metric>
    <metric name="synth-seq-cells" unit="">1026</metric>
    <metric name="postSynth.asyncResetShare" unit="%">0</metric>
    <metric name="netlist-cell-type-count" unit="">29</metric>
    <metric name="syn_inst" unit="">2272</metric>
    <metric name="count_of_library_flops_with_an_enable_pin" unit="">1024</metric>
    <metric name="yosysCellCount" unit="">2272</metric>
    <metric name="synthesis_warnings" unit="">1</metric>
    <metric name="dominantRegCellSynth" unit="">edfxtp_1</metric>
    <metric name="synthesis.area" unit="sq um">40400</metric>
    <metric name="synth_area_per_cell" unit="sq um">17.8</metric>
    <metric name="yosysSeqAreaShare" unit="%">76.1</metric>
  </group>
  <group name="global_route">
    <metric name="grt_first_pass_wirelength" unit="um">113000</metric>
    <metric name="grt.overflow.total" unit="">0</metric>
    <metric name="globalRouteMet1Util" unit="%">23.8</metric>
    <metric name="pin_count_of_the_biggest_net_entering_global_routing" unit="">99</metric>
    <metric name="first_global_vias" unit="">20736</metric>
    <metric name="grt_use_total" unit="%">15.9</metric>
    <metric name="met3_track_demand_over_resource_in_global_routing" unit="%">8.39</metric>
    <metric name="busiest_layer" unit="">met1</metric>
    <metric name="grt_antenna_before_repair" unit="">1</metric>
    <metric name="met2_usage" unit="%">22.8</metric>
  </group>
  <group name="drt">
    <metric name="drtAntennaViolNets" unit="">0</metric>
    <metric name="drt_iter0_drc" unit="">1177</metric>
    <metric name="routed-via-count" unit="">21279</metric>
    <metric name="first_pass_iters" unit="">5</metric>
    <metric name="route.detailed.drc" unit="">0</metric>
    <metric name="drt-total-wl" unit="um">73400</metric>
    <metric name="via_per_inst" unit="">4.46</metric>
    <metric name="drt-wirelength-per-cell" unit="um">15.4</metric>
    <metric name="diodes" unit="">0</metric>
  </group>
  <group name="clock_tree">
    <metric name="post_cts_setup_repair_bufs" unit="">0</metric>
    <metric name="cts.clk_slew.worst_paths" unit="ns">0.06</metric>
    <metric name="cts_made_buffers" unit="">107</metric>
    <metric name="cts_repair_resize_count" unit="">0</metric>
    <metric name="tritoncts_clock_tree" unit="">yes</metric>
    <metric name="cts_hold_repair.buffers" unit="">0</metric>
    <metric name="clock_sink_count" unit="">1026</metric>
    <metric name="clock_tree.root_cell" unit="">clkbuf_16</metric>
    <metric name="clock_tree.htree_level_count" unit="">3</metric>
    <metric name="clk_latency" unit="ns">0.67</metric>
    <metric name="clk_path_buf_depth" unit="">3</metric>
  </group>
  <group name="setup_path">
    <metric name="worst_setup_path_startpoint" unit="">addr_r[1]</metric>
    <metric name="sort_of_element_at_the_start_of_the_critical_path" unit="">primary input</metric>
    <metric name="r2r-start" unit="">ir_wait</metric>
    <metric name="cp_data_arrival_time" unit="ns">7.01</metric>
    <metric name="critPathCaptureType" unit="">output port</metric>
    <metric name="cell_seen_most_often_among_critical_path_stages" unit="">buf_4</metric>
    <metric name="path_cells" unit="">clkdlybuf4s50_1 &gt; and2b_4 &gt; buf_4 &gt; buf_4 &gt; buf_4 &gt; a22o_1 &gt; nor3_1 &gt; a31oi_1 &gt; nand3_1 &gt; clkdlybuf4s50_1</metric>
    <metric name="worst_path_max_delay_cell" unit="">buf_4</metric>
    <metric name="path_class" unit="">primary input to output port</metric>
    <metric name="critical_path_peak_fanout" unit="">45</metric>
    <metric name="cp_slowest_stage_delay" unit="ns">0.65</metric>
    <metric name="worst-endpoint-required" unit="ns">12.24</metric>
  </group>
  <group name="job">
    <metric name="warning_count" unit="">26</metric>
    <metric name="max_cap_viol_count" unit="">0</metric>
  </group>
  <group name="placed_design">
    <metric name="routabilityCongestion" unit="">0.758</metric>
    <metric name="place_inst" unit="">4569</metric>
    <metric name="placed_area" unit="sq um">46600</metric>
    <metric name="port-buffer-count" unit="">144</metric>
    <metric name="place_hpwl" unit="um">39900</metric>
    <metric name="place_ws" unit="ns">5.10</metric>
  </group>
  <group name="worst_hold_path">
    <metric name="hold_path.startpoint" unit="">ir_valid</metric>
    <metric name="hold_path.class" unit="">register to register</metric>
  </group>
  <group name="run_status">
    <metric name="status" unit="">finished, final reports clean</metric>
  </group>
</metrics>
cell type report:
type,instances,area share [%]
Inverter,1,0.00751
Sequential cell,1026,61.6
Clock inverter,61,1.02
Timing Repair Buffer,176,3.42
Multi-Input combinational cell,2068,25.0
Clock buffer,137,5.72
Tap cell,1298,3.25
power groups by stage:
stage / clock [mW] / combinational [mW] / sequential [mW]
CTS: 2.52 / 0.448 / 3.36
global route: 2.63 / 0.491 / 3.37
finish: 2.44 / 0.434 / 3.35
kinds of logic after synthesis:
group / count (synthesis) / share of synthesized area [%]
muxes: 544 / 13.6
other: 1 / 0.00927
AOI/OAI and AO/OA: 323 / 5.60
and+or+nand+nor: 241 / 2.71
DFF: 1026 / 76.1
buffers and inverters: 137 / 1.97
worst max-delay path: cells and delay by family:
family,cells,cell delay (ns)
AND-OR/OR-AND,2,0.42
buffers and inverters,5,2.80
AND/OR/NAND/NOR,3,0.60
synth_stat cells, types with 2 or more instances:
master,count,area [sq um]
edfxtp_1,1024,30700
mux2i_1,512,5120
nand2_1,100,375
a21oi_1,97,485
nand3_1,97,485
a22o_1,96,841
a22oi_1,96,721
clkbuf_1,50,188
buf_4,33,248
a31oi_1,32,200
buf_2,32,160
mux2_2,32,360
nor3_1,32,160
buf_6,15,169
buf_1,4,15.0
nor2_1,3,11.3
and2_1,2,12.5
clkbuf_4,2,15.0
dfxtp_1,2,40.0
nand2b_1,2,12.5
cell usage in the layout (no fill, tap or decap), types with 5 or more instances in the layout:
master,netlist,final
mux2_2,32,32
nand2_1,100,99
bufinv_16,0,6
a22oi_1,96,96
clkbuf_1,50,24
clkdlybuf4s50_1,0,143
edfxtp_1,1024,1024
a31oi_1,32,32
nand3_1,97,97
mux2i_1,512,512
clkinv_1,0,27
nor3_1,32,32
a22o_1,96,96
clkbuf_16,0,108
conb_1,1,960
a21oi_1,97,97
buf_4,33,30
clkbuf_8,0,5
clkinv_2,0,19
worst paths after layout:
check / end / slack, ns / cells past startpoint
max: data_r[30] / 5.23 / 10
min: ir_valid / 0.48 / 1
max reg2reg: cp_reg[14][29] / 12.81 / 4
min reg2reg: ir_valid / 0.48 / 1
per-layer routing:
layer	vias to the layer above	share of wire, %
li1	10356	-
met1	10228	41
met2	573	45
met3	120	12
met4	2	2.1
met5	-	0.018
No activity file was given, so power comes from the tool's default toggle rates.
